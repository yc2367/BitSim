`/design/flow/constraint.sdc`:
```
current_design decoder_3to7

set clk_period 1.0
set clk_io_pct 0.2

create_clock -name clk0 -period $clk_period

set non_clock_inputs [all_inputs -no_clocks]
set_input_delay [expr $clk_period * $clk_io_pct] -clock clk0 $non_clock_inputs
set_output_delay [expr $clk_period * $clk_io_pct] -clock clk0 [all_outputs]
```
`/design/flow/config.mk`:
```
export PLATFORM = sky130hd
export DESIGN_NAME = decoder_3to7
export DESIGN_NICKNAME = decoder_3to7
export VERILOG_FILES = /design/flow/design.v
export SDC_FILE = /design/flow/constraint.sdc
export NUM_CORES = 4
export LEC_CHECK = 1
export CORE_AREA = 10 10 70 70
export DIE_AREA = 0 0 80 80
```
`/design/flow/run.sh`:
```
#!/bin/bash
# OpenROAD 26Q1-2900-gdf79404cd8, Yosys 0.63+post, stock flow scripts
make -C /OpenROAD-flow-scripts/flow DESIGN_CONFIG=/design/flow/config.mk WORK_HOME=/design/flow/orfs finish
```
`/design/flow/design.v`:
```
module decoder_3to7
(
    input  logic [2:0]  in,     
    input  logic        val,     
    output logic [6:0]  out
);
    logic [6:0]  out_tmp;
    always_comb begin
        casez (in)
            3'b000: out_tmp = 7'b0000001;
            3'b001: out_tmp = 7'b0000010;
            3'b010: out_tmp = 7'b0000100;
            3'b011: out_tmp = 7'b0001000;
            3'b100: out_tmp = 7'b0010000;
            3'b101: out_tmp = 7'b0100000;
            3'b110: out_tmp = 7'b1000000;
            default: out_tmp = 7'bxxxxxxx;
        endcase
    end
    always_comb begin
        if (val) begin
            out = out_tmp;
        end else begin
            out = 0;
        end
    end
endmodule
```
==> results.cfg <==
; synthesis and place-and-route metrics
[status]
status = complete, but fails checks
violations = setup timing

[pwr]
p_clk_frac = 0
power_density_nw_per_um2 = 274
p_sw_frac = 0.377
seqPwrFrac = 0
p_comb_frac = 1.000
p_leak_nw = 0.128
p_int_w = 0.0000458
vdd_drop_max_mv = 0.0268
p_sw_w = 0.0000278

[drt]
drtAntennaViolNets = 0
diodes = 0
vias_per_cell = 1.99
wl_um = 430
vias = 149
drt-wirelength-per-cell_um = 5.73
first_pass_iters = 2
drc = 0
drt_iter0_drc = 1

[timing]
grt_setup_unrepaired = yes
worst_pin_slew_ns = 0.125
maxSlewHeadroom = 0.917
setup_viol = 1
fin_crit_ns = 1.08
max_freq_ghz = 0.925
hold_violations = 0
finalCritPeriodShare = 1.08
slew_viol_final = 0
tns_ns = -0.0817
final.setup.worst_slack_ns = -0.0817

[finish]
seq_cell_count = 0
clkbuf_count = 0
regArea_um2 = 0
syn2layout_area_growth_pct = 298
fill_cells = 400
layout-drive-gt1-share = 0.690

[logic_synthesis]
ys_seq_frac = 0
ys_area_um2 = 67.6
syn_inst = 13
ys_warn_count = 1
syn_avg_cell_area_um2 = 5.20
yosysCellCount = 13
netlist_area_um2 = 67.6
synth_cell_type_count = 5

[global_routing]
grt_first_pass_wirelength_um = 572
grt_pass1_vias = 124
grt_max_degree = 5
overflow = 0
antenna_found_initial = 0
grt_use_total = 0.0102

[floorplan]
die_w_um = 80
fp.dieH_um = 80
fp.coreArea_um2 = 3420
io_pins = 11
fp_util = 0.0198
die-area_um2 = 6400
rows = 21

[worst_hold_path]
min_from = in[2]
hold_path_class = input port to primary output
min_to = out[4]
min_path_cells = 4

[worst_setup_path]
crit_fanout = 4
critPathCaptureType = primary output
crit_arrival_ns = 0.88
crit_path_start_kind = input port
crit_type = input port to primary output
required_ns = 0.80

[placement]
dp.final_hpwl_um = 284
routabilityCongestion = 0.778
portBuffers = 11
dp_slack_ns = -0.709

[flow_run]
maxCapViolations = 0
warning_count = 34
power by group through the flow:
stage	logic [W]	clock network (W)	registers, W
global route	0.0000791	0	0
CTS	0.0000719	0	0
finish	0.0000736	0	0
worst max-delay path: stages:
cell and delay [ns]:
buf_8 0.10, or2_1 0.24, buf_4 0.14, o22ai_2 0.08, buf_2 0.12
logic make-up after synthesis:
group / after synthesis / share of synthesized area
AND-OR/OR-AND: 1 / 0.185
AND/OR/NAND/NOR: 12 / 0.815
worst max path at each step:
stage / start / end / slack (ns) / depth (start not counted)
6_report: in[0] / out[0] / -0.08 / 5
5_1_grt: in[0] / out[0] / -0.09 / 5
4_1_cts: in[0] / out[0] / -0.07 / 5
cells in the mapped netlist:
library cell	count	area [um^2]
nand2b_1	3	18.8
nor2_1	6	22.5
o22ai_2	1	12.5
nand2_1	2	7.51
or2_1	1	6.26
placed cells by master (no fill, tap or decap):
cell and n:
buf_2 7, nor2_1 5, buf_4 5, nand2b_4 3, dlygate4sd2_1 2, nand2_1 1
nor2_2 1, nand2_2 1, or2_1 1, o22ai_2 1, buf_8 1, buf_6 1
layout make-up:
cell class | instances | area [um^2] | area share
Timing Repair Buffer | 16 | 116 | 0.433
Multi-Input combinational cell | 13 | 95.1 | 0.353
Tap cell | 46 | 57.6 | 0.214
what timing repair did:
item,in CTS,in global routing
setup buffers,5,0
gates resized,43,0
hold buffers,0,0
pin swaps,8,0
setup endpoints to repair,7,2
metrics by stage:
| step | hold WS [ns] | total power (W) | cell area, um^2 | std cells | utilization |
|---|---|---|---|---|---|
| floorplan | 0.487 | 0.0000163 | 67.6 | 13 | - |
| global placement | 1.39 | 0.0000521 | 235 | 70 | 0.0689 |
| detailed placement | 1.39 | 0.0000529 | 235 | 70 | 0.0689 |
| CTS | 0.695 | 0.0000719 | 269 | 75 | 0.0788 |
| global route | 0.711 | 0.0000791 | 269 | 75 | 0.0788 |
| finish | 0.694 | 0.0000736 | 269 | 75 | 0.0788 |
metal layers:
layer / vias to the layer above / track usage / share of wire
met3: 0 / 0.00909 / 0.25
met5: - / 0 / 0
met1: 64 / 0.0132 / 0.47
met4: 0 / 0 / 0
li1: 74 / - / -
met2: 11 / 0.0128 / 0.28
Power is estimated from default activity; no workload was simulated.
