[/design/flow/config.mk]
export PLATFORM = sky130hd
export DESIGN_NAME = mac_unit_Parallel_clk
export DESIGN_NICKNAME = mac_unit_Parallel_clk
export VERILOG_FILES = /design/flow/design.v
export SDC_FILE = /design/flow/constraint.sdc
export NUM_CORES = 4
export LEC_CHECK = 1
export CORE_UTILIZATION = 30
[/design/flow/constraint.sdc]
current_design mac_unit_Parallel_clk

set clk_period 14.2
set clk_io_pct 0.2

create_clock -name clk0 -period $clk_period [get_ports {clk}]

set non_clock_inputs [all_inputs -no_clocks]
set_input_delay [expr $clk_period * $clk_io_pct] -clock clk0 $non_clock_inputs
set_output_delay [expr $clk_period * $clk_io_pct] -clock clk0 [all_outputs]
[/design/flow/design.v]
module mac_unit_Parallel
#(
    parameter DATA_WIDTH    = 8,
	parameter ACC_WIDTH     = DATA_WIDTH + 16,
	parameter RESULT_WIDTH  = 2*DATA_WIDTH
) (
	input  logic                             clk,
	input  logic                             reset,
	input  logic                             en,
	input  logic                             load_accum,
	input  logic signed [DATA_WIDTH-1:0]     act_in, 
	input  logic signed [DATA_WIDTH-1:0]     w_in, 
	input  logic signed [ACC_WIDTH-1:0]      accum_prev,
	output logic signed [RESULT_WIDTH-1:0]   result
);
	logic signed [RESULT_WIDTH-1:0]  mul_out;
	assign mul_out = act_in * w_in;
	logic signed [ACC_WIDTH-1:0]  accum_in, accum_out;
	always_comb begin
		if (load_accum) begin
			accum_in = accum_prev;
		end else begin
			accum_in = accum_out;
		end
	end
	always @(posedge clk) begin
		if (reset) begin
			accum_out <= 0;
		end else if	(en) begin
			accum_out <= mul_out + accum_in;
		end
	end
	assign result = accum_out[ACC_WIDTH-1:ACC_WIDTH-16];
endmodule
module mac_unit_Parallel_clk
#(
    parameter DATA_WIDTH    = 8,
	parameter ACC_WIDTH     = DATA_WIDTH + 16,
	parameter RESULT_WIDTH  = 2*DATA_WIDTH
) (
	input  logic                             clk,
	input  logic                             reset,
	input  logic                             en,
	input  logic                             load_accum,
	input  logic signed [DATA_WIDTH-1:0]     act, 
	input  logic signed [DATA_WIDTH-1:0]     w, 
	input  logic signed [ACC_WIDTH-1:0]      accum_prev,
	output logic signed [RESULT_WIDTH-1:0]   result
);
	logic signed [DATA_WIDTH-1:0]  act_in;
	logic signed [DATA_WIDTH-1:0]  w_in;
	always @(posedge clk) begin
		if (reset) begin
			act_in <= 0;
			w_in   <= 0;
		end else if (en) begin
			act_in <= act;
			w_in   <= w;
		end
	end
	mac_unit_Parallel #(DATA_WIDTH, ACC_WIDTH, RESULT_WIDTH) mac (.*);
endmodule
[/design/flow/run.sh]
#!/bin/bash
# OpenROAD 26Q1-2900-gdf79404cd8, Yosys 0.63+post, stock flow scripts
make -C /OpenROAD-flow-scripts/flow DESIGN_CONFIG=/design/flow/config.mk WORK_HOME=/design/flow/orfs finish
==> run_results.csv <==
group,metric,value,unit
run_status,outcome,"finished clean",
place,place_congestion,0.8634,
power_and_ir_drop,clkPwrFrac,20.7,%
setup_path,crit_type,"in -> reg",
setup_path,critPathRequiredTime,14380,ps
floorplan,die_h,142.5,µm
job,tool_warnings,27,
route,first_iter_violations,138,
synthesis,ys_area,5918,µm²
route,wl_per_cell,13.66,µm
layout,n_fill_cell,2004,
setup_path,cp-startpoint,"load_accum",
clock_tree,clockBufferDepth,2,
power_and_ir_drop,p_leak,3.370,nW
place,dp_hpwl,9932,µm
place,dp_slack,5791,ps
route,vias,4018,
synthesis,synthArstFlopShare,0,%
clock_tree,clk_latency,290,ps
clock_tree,root_buffer,"clkbuf_16",
timing,relSlewSlack,45.94,%
synthesis,ys_warn_count,2,
synthesis,edf_count,0,
route,wirelength,12260,µm
timing,finalClockSkew,7.620,ps
synthesis,synth.avg_cell_area,9.963,µm²
synthesis,synthDominantCellAreaShare,35.18,%
power_and_ir_drop,comb_power_share,56.1,%
clock_tree,cts_resized,0,
floorplan,die_x,142.5,µm
global_route,antenna_found_initial,0,
synthesis,yosys_cells,594,
synthesis,common_cells,"fa_1 (104), inv_1 (90), ha_1 (54), mux2i_1 (53), nor2_1 (53)",
setup_path,r2r.worst_path.cells,15,
power_and_ir_drop,power_density,95.94,nW/µm²
timing,tns,0,ps
power_and_ir_drop,swShare,40.37,%
synthesis,synth.most_common_cell,"fa_1",
route,dr_wl_met2,5994,µm
global_route,grt_max_degree,46,
layout,drive_gt1_share,3.791,%
layout,area_delta_synth_final,15.88,%
global_route,grt_pass1_vias,4092,
clock_tree,cts_tree,"built",
setup_path,rr_startpoint,"w_in[1]",
timing,maxSlewViolCount,0,
clock_tree,cts_buffers,5,
power_and_ir_drop,p_int,0.3923,mW
route,firstDrtPassIters,4,
worst_hold_path,worstHoldStart,"mac.accum_out[0]",
worst_hold_path,min_to,"mac.accum_out[0]",
worst_hold_path,min_path_cells,2,
timing,rsz0062_at_grt,"no",
global_route,grt-ovfl-total,0,
timing,period_minus_slack,8082,ps
job,drv_cap,0,
clock_tree,clock-sinks,40,
route,wl_met3,644,µm
setup_path,crit_fanout,24,
synthesis,yosysTopAreaCell,"fa_1",
clock_tree,clk_pin_slew,70,ps
worst_hold_path,hold_class,"reg -> reg",
timing,setup_viol,0,
synthesis,postSynthSeqShare,13.53,%
floorplan,core_area,19400,µm²
route,vias_per_cell,4.474,
layout,mi_logic_area,4596,µm²
layout,regArea,800.8,µm²
setup_path,rrSetupSlack,8520,ps
route,wl_met1,5472,µm
clock_tree,cts_setup_buffers,0,
route,routed.top_layer,"met4",
power_and_ir_drop,switching_power,0.2656,mW
clock_tree,hold_buffers,0,
timing,worst_slew_pin_slew,810.0,ps
setup_path,endpoint_kind,"flip-flop",
synthesis,area_leaders,"fa_1 (35%), dfxtp_1 (14%), ha_1 (11%)",
route,drc,0,
timing,finalClockPeriodUsage,56.91,%
route,antenna_cells,0,
floorplan,core.rowCount,51,
global_route,grt_pass1_wl,20870,µm
timing,hold_viol,0,
power_and_ir_drop,ir_worst_vdd,0.05656,mV
floorplan,ios,60,
synthesis,ys_ff,40,
timing,setup_ws,6118,ps
floorplan,die_area,20290,µm²
setup_path,r2r_end,"mac.accum_out[22]",
power_and_ir_drop,p_seq_share,23.2,%
place,placement.io_buffers,59,
synthesis,postSynthCellCount,594,
global_route,track_usage,13.69,%
floorplan,initCoreUtil,30.51,%
clock_tree,h-tree-depth,2,
setup_path,critPathLaunchType,"input port",
timing,fmax,123.7,MHz
synthesis,yosys_most_used_dff,"dfxtp_1",
route,postRouteAntennaNets,0,
setup_path,worst_ep_arrival_time,8270,ps
synthesis,ys_types,47,
synthesis,syn-cell-area,5918,µm²
## metal layers
| layer | vias up | GRT usage, % |
|---|---|---|
| met4 | 0 | 1.415 |
| met2 | 92 | 22.32 |
| met3 | 13 | 3.187 |
| met5 | - | 0 |
| met1 | 1953 | 19.71 |
| li1 | 1960 | - |
## registers in the layout (all words and copies together), names as in the netlist
register       cells
act_in             8
mac.accum_out     24
w_in               8
## power by group through the flow
stage	clock network (mW)	registers, mW	logic (mW)
6_report	0.136	0.153	0.369
5_1_grt	0.144	0.156	0.422
4_1_cts	0.140	0.153	0.379
## cell type report
cell class	instances	area share, %
clock buffers	5	1.824
clock inverters	3	0.6933
inverters	91	4.981
multi-input cells	431	67.01
flip-flops and latches	40	11.68
well taps	265	4.835
repair buffers	63	8.976
## cells by family (layout without fill, tap and decap cells)
kind of cell / Yosys count / count (layout) / synth area share (%)
flip-flops: 40 / 40 / 13.53
AND/OR/NAND/NOR: 141 / 141 / 11.29
XOR/XNOR: 22 / 22 / 3.256
buffers and inverters: 123 / 162 / 8.816
multiplexers: 55 / 55 / 9.345
AND-OR/OR-AND: 55 / 55 / 7.167
adder cells (fa/ha/maj): 158 / 158 / 46.60
## worst max path at each step
stage,slack [ps],depth (start not counted),end
after CTS,6090,18,mac.accum_out[22]
after global routing,5880,18,mac.accum_out[22]
final,6120,18,mac.accum_out[22]
## cell usage in the layout (no fill, tap or decap), types with 7 or more instances in the layout
cell,instances
a21oi_1,10
and2_1,32
clkdlybuf4s50_1,58
dfxtp_1,40
fa_1,104
ha_1,54
inv_1,90
mux2i_1,53
nand2_1,36
nor2_1,53
o21ai_0,7
xnor2_1,19
## stage by stage
step / cell area, µm² / util [%] / std cells / power [mW] / hold WS (ps)
finish: 6858 / 35.35 / 898 / 0.6579 / 493.3
global route: 6858 / 35.35 / 898 / 0.7214 / 522.4
CTS: 6858 / 35.35 / 898 / 0.6720 / 499.2
detailed placement: 6685 / 34.46 / 890 / 0.5296 / 479.6
global placement: 6685 / 34.46 / 890 / 0.5290 / 473.6
floorplan: 5918 / - / 594 / 0.4341 / 447.3
## critical path: stages
cell and delay (ps):
clkdlybuf4s50_1 450, buf_4 390, mux2i_1 160, fa_1 500, inv_1 50, fa_1 490
inv_1 50, fa_1 470, inv_1 50, fa_1 440, fa_1 470, ha_1 350
and3_1 210, a221oi_2 430, o211a_4 260, nor3_2 50, or3_1 340, a32o_1 240
Power is estimated from default activity; no workload was simulated.
