[flow/run.sh]
#!/bin/bash
# OpenROAD 26Q1-2900-gdf79404cd8, Yosys 0.63+post, stock flow scripts
make -C /OpenROAD-flow-scripts/flow DESIGN_CONFIG=/design/flow/config.mk WORK_HOME=/design/flow/orfs finish
[flow/config.mk]
export PLATFORM = sky130hd
export DESIGN_NAME = max_comparator
export DESIGN_NICKNAME = max_comparator
export VERILOG_FILES = /design/flow/design.v
export SDC_FILE = /design/flow/constraint.sdc
export NUM_CORES = 4
export LEC_CHECK = 1
export CORE_AREA = 10 10 70 70
export DIE_AREA = 0 0 80 80
[flow/constraint.sdc]
current_design max_comparator

set clk_period 4.7
set clk_io_pct 0.2

create_clock -name clk0 -period $clk_period

set non_clock_inputs [all_inputs -no_clocks]
set_input_delay [expr $clk_period * $clk_io_pct] -clock clk0 $non_clock_inputs
set_output_delay [expr $clk_period * $clk_io_pct] -clock clk0 [all_outputs]
[flow/design.v]
module max_comparator #(
	parameter DATA_WIDTH = 8
) (
	input  logic signed [DATA_WIDTH-1:0]  in_1,
	input  logic signed [DATA_WIDTH-1:0]  in_2,
	output logic signed [DATA_WIDTH-1:0]  out
); 
	always_comb begin
		if ( in_1 > in_2 ) begin
			out = in_1;
		end else begin
			out = in_2;
		end
	end
endmodule
==> summary.txt <==
run results: CP Data Arrival Time=3540 ps, die width=80 um, Remaining Overflow, GRT=0, crit path cell chain=clkdlybuf4s50_1 > inv_1 > ha_1 > nand2_2 > o21ai_0 > a311oi_2 > mux2i_4 > buf_4 > mux2_2 > clkdlybuf4s50_1, Dominant comb cell=multiplexers, Cells after Synth=about 40, crit path time final=4478 ps, DIE HEIGHT=~80 um, Syn-to-layout area delta=86.81%, total track usage=0.03073, hold path cells=3, max-slew violations=0, worst path bufs/invs=4, fp util=0.1055, Worst VDD drop=0.00003954 V, delay of the slowest critical-path stage=around 470 ps, Sequential Area=0 sq um, Worst Setup Start Kind=input port, AO/OA Area Share=0.1840, hold_buf cts=0, IO Count=24, yosys stat area=360.3 sq um, DRT Pass-1 Iters=2, # diodes=0, vias per cell=3.205, critical path type=input port to output port, vias in the first global route=359, Post-synth seq share=0, Resize count post-CTS=0, Setup crit end kind=output port, Crit. path cell count=10, # Max-Cap Violations=0, CLK BUF=0, Rows=21, Buffers on Ports=24, Yosys cell types=15, Fin. Hold Viols=0, Post-Synth Adder-Cell Area=0.2778, gpl congestion=about 0.72, XOR/XNOR Fraction of Synth Area=0, Worst-Margin Slew=~330 ps, synthesized area per cell=9.009 sq um, yosys simple share=0.1111, WL/cell=around 9.1 um, Final period util=0.9528, PD cells=114.8 mW/mm^2, Worst Path Required=~3800 ps, outcome=finished clean, delay-heaviest family, CP=buffers and inverters, unrepaired setup endpoints after global routing=no, Flop Count=0, Slew headroom=0.7760, core area=0.003416 sq mm, global-route wire length before repair=1628 um, drt total wl=between 1000 and 1500 um, Setup TNS=0 ps, antenna-violating nets left=0, Mux cell area share=0.3229, Power Total=77.25 uW, die area=0.006400 sq mm, share of cells above drive strength 1=0.2424, Post-Synthesis Cell Area=360.3 sq um, final count of negative-setup-slack endpoints=0, drt first-iter violations=2, OpenROAD warning count=32, initial antenna violation count=0, Most common cell on crit path=clkdlybuf4s50_1, Yosys Instances=40, total number of vias=359, leakage power total=approximately 0.00029 uW, largest net degree at the start of global routing=9, postcts setup bufs=0, HP Class=input port to output port, Max Fclk=223.3 MHz, Worst Path Max Fanout=4, Slowest cell on crit path=clkdlybuf4s50_1, DRC=0, Syn. warnings=1
layout by cell type, fill, tap and decap left out:
master / instances
buf_4: 2
a311oi_2: 1
inv_1: 10
mux2i_4: 1
clkdlybuf4s50_1: 24
or2b_1: 1
nand2_1: 2
a21oi_1: 2
nor4_1: 1
mux2_4: 1
ha_1: 8
nand2b_1: 1
o21ai_0: 1
a2111oi_4: 1
nand2_2: 2
a21o_2: 1
mux2_2: 7
routing by layer:
layer,vias up,share of wire,wire (um),global-route usage
met5,-,0,0,0
met4,0,0,0,0
li1,193,-,-,-
met2,20,0.32,323,0.04093
met1,146,0.56,574,0.04624
met3,0,0.12,123,0.01364
final cells by class:
class                      count  area, sq um
timing repair buffer          26        255.2
fill                         384         2743
multi-input combinational     30        322.8
tap                           46        57.56
inverter                      10        37.54
cells by family after synthesis:
group,after synthesis
AOI/OAI and AO/OA,6
adders and majority gates,8
buffers and inverters,10
muxes,9
and+or+nand+nor,7
cell usage after synthesis:
cell	count	area (sq um)
inv_1	10	37.54
nand2_1	2	7.510
a2111oi_4	1	27.53
mux2_4	1	15.01
nor4_1	1	6.260
mux2i_4	1	22.52
nand2b_1	1	6.260
a21o_2	1	8.760
a21oi_1	2	10.01
o21ai_0	1	5.000
or2b_1	1	7.510
mux2_2	7	78.83
nand2_2	2	12.51
a311oi_2	1	15.01
ha_1	8	100.1
per-stage QoR:
stage | cells | setup slack [ps] | area, sq um | hold WS [ps] | utilization
floorplan | 40 | 1191 | 360.3 | 1978 | -
global placement | 110 | 56.14 | 658.1 | 2955 | 0.1927
detailed placement | 110 | 39.29 | 658.1 | 2952 | 0.1927
CTS | 110 | 31.22 | 658.1 | 2955 | 0.1927
global route | 112 | 33.57 | 673.1 | 2972 | 0.1971
finish | 112 | 222.0 | 673.1 | 2946 | 0.1971
power breakdown:
part,switching [uW],internal (uW),leakage (uW)
clock,0,0,0
combinational,25.8,51.4,0.000287
sequential,0,0,0
final timing paths:
path	startpoint	slack, ps	to
worst max-delay path	in_2[5]	220	out[1]
worst min-delay path	in_2[6]	2950	out[6]
No activity file was given, so power comes from the tool's default toggle rates.
