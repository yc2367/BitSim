==> design/flow/design.v <==
module decoder_4to16
(
    input  logic [3:0]   in, 
    input  logic         val,  
    output logic [15:0]  out
);
    logic [15:0]  out_tmp;
    always_comb begin
        casez (in)
            4'b0000: out_tmp = 16'b1000000000000000;
            4'b0001: out_tmp = 16'b0100000000000000;
            4'b0010: out_tmp = 16'b0010000000000000;
            4'b0011: out_tmp = 16'b0001000000000000;
            4'b0100: out_tmp = 16'b0000100000000000;
            4'b0101: out_tmp = 16'b0000010000000000;
            4'b0110: out_tmp = 16'b0000001000000000;
            4'b0111: out_tmp = 16'b0000000100000000;
            4'b1000: out_tmp = 16'b0000000010000000;
            4'b1001: out_tmp = 16'b0000000001000000;
            4'b1010: out_tmp = 16'b0000000000100000;
            4'b1011: out_tmp = 16'b0000000000010000;
            4'b1100: out_tmp = 16'b0000000000001000;
            4'b1101: out_tmp = 16'b0000000000000100;
            4'b1110: out_tmp = 16'b0000000000000010;
            4'b1111: out_tmp = 16'b0000000000000001;
            default: out_tmp = 16'bxxxxxxxxxxxxxxxx;
        endcase
    end
    always_comb begin
        if (val) begin
            out = out_tmp;
        end else begin
            out = 0;
        end
    end
endmodule
==> design/flow/run.sh <==
#!/bin/bash
# OpenROAD 26Q1-2900-gdf79404cd8, Yosys 0.63+post, stock flow scripts
make -C /OpenROAD-flow-scripts/flow DESIGN_CONFIG=/design/flow/config.mk WORK_HOME=/design/flow/orfs finish
==> design/flow/config.mk <==
export PLATFORM = sky130hd
export DESIGN_NAME = decoder_4to16
export DESIGN_NICKNAME = decoder_4to16
export VERILOG_FILES = /design/flow/design.v
export SDC_FILE = /design/flow/constraint.sdc
export NUM_CORES = 4
export LEC_CHECK = 1
export CORE_AREA = 10 10 70 70
export DIE_AREA = 0 0 80 80
==> design/flow/constraint.sdc <==
current_design decoder_4to16

set clk_period 1.0
set clk_io_pct 0.2

create_clock -name clk0 -period $clk_period

set non_clock_inputs [all_inputs -no_clocks]
set_input_delay [expr $clk_period * $clk_io_pct] -clock clk0 $non_clock_inputs
set_output_delay [expr $clk_period * $clk_io_pct] -clock clk0 [all_outputs]
==> GITHUB_STEP_SUMMARY <==
### Metrics collected by this job

| Metric | Value |
|---|---|
| WL final | 1.013 mm |
| Iter 0 DRT Violations | 6 |
| FP Core Util | 3.443% |
| DPL Wire Length | 788.4 um |
| Relative slew slack | 85.66% |
| Yosys warns | 1 |
| Design Area, Final | 519.2 um2 |
| Worst Tran Pin Value | 214.6 ps |
| Critical Path Stages | 5 |
| Crit path DRT | 800 ps |
| Slowest-stage cell, CP | or3b_4 |
| Max_cap viols | 0 |
| Die area | 0.006400 mm2 |
| Cells after Synth | 23 |
| Max-slew violations | 0 |
| Highest clock rate | 809.1 MHz |
| Maximum vdd ir drop | 50.24 uV |
| Routed length per instance | 9.740 um |
| Clkbuf count | 0 |
| RSZ-0062 raised after global routing | yes |
| CP Class | in2out |
| Log Warnings | 34 |
| Syn-to-layout area delta | 341.5% |
| FF+latch count | 0 |
| Period utilization | 123.6% |
| Final Hold Vio Count | 0 |
| Die width | 80 um |
| Post-DP Area | 400.4 um2 |
| Antenna diodes | 0 |
| Final non-filler cell total | 104 |
| First-pass GRT wire length | 1.559 mm |
| Yosys cell count | 23 |
| Status | finished, violations left |
| Largest net degree at the start of global routing | 8 |
| Worst Hold Class | in2out |
| WP data arrival | 1040 ps |
| Max incr delay on CP | 410 ps |
| # DRC | 0 |
| # IOs | 21 |
| Final setup viols | 10 |
| Antenna violations before repair | 0 |
| Port-buffer cells | 21 |
| Violated checks | setup timing |
| Leakage | 0.2420 nW |
| Worst hold margin | 726.8 ps |
| DR pass1 iterations | 2 |
| Hold Crit Depth | 3 |
| CORE AREA | 0.003416 mm2 |
| Filler instances | 388 |
| GR Util All Layers | 3.002% |
| Crit end category | primary output |
| Final WS setup | -235.9 ps |
| Cell family with most CP delay | simple AND/OR/NAND/NOR gates |
| CP cell instances | buf_8 > or3b_4 > buf_6 > nor3_2 > buf_2 |
| Final ANT Viol Nets | 0 |
| Dpl cells | 92 |
| Crit Path Max Fanout | 3 |
| Core Rows | 21 |
| Yosys stat area | 117.6 um2 |
| Vias in the first global route | 291 |
| Critical path buffers and inverters | 3 |
| Post-Place Worst Slack | -904.5 ps |
| GRT overflow | 0 |
| Via count | 298 |
| Tmin final | 1236 ps |
| Power Density | 269.9 mW/mm2 |
| Routability-driven placement congestion ratio | 0.7604 |
| Avg Cell Area, Syn | 5.114 um2 |
| Synthesized cell area | 117.6 um2 |
| Die H | 80 um |
| Cell Type Count | 8 |
| Reg area | 0 um2 |
| Routed vias/inst | 2.865 |
| Synth Seq Share | 0% |
| CP startpoint kind | primary input |
| Layout cells sized above 1 | 86.21% |
| Hold_buf cts | 0 |
-- per-layer routing --
layer	global-route usage (%)	wire length (um)
met5	0	0
met4	0	0
met3	1.023	124
met2	5.698	511
met1	3.296	377
-- cell families after synthesis --
| logic type | count (synthesis) | synth area share (%) |
|---|---|---|
| and+or+nand+nor | 23 | 99.98 |
-- synth_stat cells --
cell type,number,area share [%]
nor3_1,3,13
nor3_2,1,8.5
or3b_4,1,9.6
nand2b_1,2,11
nand2_1,1,3.2
nand3_1,1,4.3
nand3b_1,2,13
nor2_1,12,38
-- path summary, 6_finish.rpt --
| check | start | end | slack, ps |
|---|---|---|---|
| worst max-delay path | in[3] | out[15] | -240 |
| worst min-delay path | in[0] | out[7] | 730 |
-- per-stage QoR --
step                      utilization [%]  power (mW)  TNS [ps]
final                               15.20      0.1401     -1013
after global routing                15.20      0.1512     -1594
after CTS                           14.29      0.1298     -1192
after detailed placement            11.72     0.08257    -12910
after global placement              11.72     0.08159    -12820
after floorplan                         -     0.02100         0
-- where the power goes --
part           switching (mW)  leakage [nW]  internal, mW
logic                  0.0593         0.242        0.0809
registers                   0             0             0
clock network               0             0             0
total                  0.0593         0.242        0.0809
-- area by class of cell --
cell class | count | area (um2) | share of cell area (%)
Tap cell | 46 | 57.56 | 11.08
Multi-Input combinational cell | 23 | 195.2 | 37.59
Timing Repair Buffer | 35 | 266.5 | 51.33
-- placed cells by master, fill, tap and decap left out --
master    netlist  routed
nor2_2          0       4
nor3_2          1       3
nor2_1         12       4
or3b_4          1       1
nand2b_4        0       2
nor2_4          0       4
nand3_4         0       1
buf_6           0       9
buf_8           0       2
buf_4           0       6
buf_2           0      18
nor3_1          3       1
nand2_1         1       1
nand3b_1        2       2
-- what timing repair did --
action | CTS | global route
endpoints found under the setup margin | 16 | 16
gates resized | 96 | 9
endpoints found under the hold margin | 0 | 0
setup buffers | 12 | 0
pin swaps | 16 | 12
Power is estimated from default activity; no workload was simulated.
