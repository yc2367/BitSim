==> flow/run.sh <==
#!/bin/bash
# OpenROAD 26Q1-2900-gdf79404cd8, Yosys 0.63+post, stock flow scripts
make -C /OpenROAD-flow-scripts/flow DESIGN_CONFIG=/design/flow/config.mk WORK_HOME=/design/flow/orfs finish
==> flow/config.mk <==
export PLATFORM = sky130hd
export DESIGN_NAME = pos_neg_select
export DESIGN_NICKNAME = pos_neg_select
export VERILOG_FILES = /design/flow/design.v
export SDC_FILE = /design/flow/constraint.sdc
export NUM_CORES = 4
export LEC_CHECK = 1
export CORE_AREA = 10 10 70 70
export DIE_AREA = 0 0 80 80
==> flow/constraint.sdc <==
current_design pos_neg_select

set clk_period 2.5
set clk_io_pct 0.2

create_clock -name clk0 -period $clk_period

set non_clock_inputs [all_inputs -no_clocks]
set_input_delay [expr $clk_period * $clk_io_pct] -clock clk0 $non_clock_inputs
set_output_delay [expr $clk_period * $clk_io_pct] -clock clk0 [all_outputs]
==> flow/design.v <==
module pos_neg_select #(
	parameter DATA_WIDTH = 8
) (
	input  logic signed [DATA_WIDTH-1:0] in,
	input  logic                         sign,	
	output logic signed [DATA_WIDTH:0]   out
); 
	logic signed [DATA_WIDTH:0] in_extended;
	assign in_extended = {in[DATA_WIDTH-1], in};
	always_comb begin
		if (sign) begin
			out = ~in_extended + 1'b1;
		end else begin
			out = in_extended;
		end
	end
endmodule
==> results.py <==
# Auto-generated metrics
metrics = {
    "routing": {
        "wl_met2_um": 394,
        "vias": 254,
        "antennaDiodeCount": 0,
        "wl_met1_um": 312,
        "ant_nets": 0,
        "wire_per_inst_um": 8.358,
        "drc": 0,
        "first_pass_iters": 2,
        "wl_met3_um": 88,
        "viasPerCell": 2.674,
        "topRoutingLayerUsed": "met3",
        "wirelength_um": 794,
        "detail_route.iter0.violations": 6,
    },
    "place": {
        "dpl.cell_count": 94,
        "place_congestion": 0.7503,
        "dp_hpwl_um": 672.6,
        "io_buffers": 18,
    },
    "pwr": {
        "power-per-cell-area_nw_per_um2": 147.5,
        "p_clk_share_pct": 0,
        "p_leak_nw": 0.2089,
        "irDropWorstVdd_v": 0.00001379,
        "p_seq_share_pct": 0,
        "switching_share_pct": 34.53,
        "internal_power_mw": 0.04686,
        "total_power_mw": 0.07159,
        "combPwrFrac_pct": 100.0,
        "switching_power_mw": 0.02472,
    },
    "floorplanning": {
        "rows": 21,
        "core-area_um2": 3416,
        "die-area_um2": 6400,
        "io_pins": 18,
        "fp_util_pct": 5.165,
        "die_x_um": 80,
        "chipHeight_um": 80,
    },
    "final_layout": {
        "comb_area_um2": 186.4,
        "register_area_um2": 0,
        "finalNonFillerCells": 95,
        "area_growth_pct": 175.2,
        "seq_cells": 0,
        "nFillCells": 399,
        "n_clock_buffer": 0,
        "drive_gt1_share_pct": 36.73,
    },
    "sta": {
        "slew_headroom_pct": 73.48,
        "fin_hold_ws_ns": 1.513,
        "rsz0062_at_grt": "no",
        "fmax_mhz": 407.6,
        "setup_violations": 0,
        "period_needed_ns": 2.453,
        "tightest_slew_ns": 0.3978,
        "slew_viol_final": 0,
        "fin_crit_sh_pct": 98.13,
        "hold_viol": 0,
    },
    "synthesis": {
        "synth_cell_types": 15,
        "yosys_area_um2": 176.4,
        "ys_cells": 24,
        "ys_seq_share_pct": 0,
        "yosysTopAreaCellShare_pct": 29.79,
        "ys_top_cells_by_count": "6 x xnor2_1, 2 x inv_1, 2 x nand2_1, 2 x nand2b_1, 2 x o21ai_0",
        "avgSynthCellArea_um2": 7.351,
        "synthesis.area_um2": 176.4,
        "synth_warnings": 1,
        "yosys.area.top_type": "xnor2_1",
        "yosysMostFrequentCell": "xnor2_1",
        "synth.area.top_cells": "xnor2_1 30%, ha_1 7.1%, nand2b_1 7.1%",
        "synthCells": 24,
    },
    "grt": {
        "grt_pass1_vias": 264,
        "grt_usage_pct": 2.124,
        "antenna_found_initial": 0,
        "grt_pass1_wl_mm": 1.179,
        "grt_overflow_total": 0,
        "grt_max_degree": 9,
    },
    "worst_setup_path": {
        "required_ns": 2.00,
        "worstPathMaxFanout": 2,
        "crit_buf_inv": 2,
        "cp-start-kind": "input pin",
        "cp_top_family": "buffers and inverters",
        "endpoint_kind": "primary output",
        "max_stage_delay_ns": 0.56,
        "critical_path_arrival_ns": 1.95,
        "critPathKind": "input pin to primary output",
        "crit_cells": 5,
        "path_cells": "clkdlybuf4s50_1, or4_4, o21ai_2, mux2i_1, dlygate4sd2_1",
        "cp_slowest_cell": "or4_4",
    },
    "flow_run": {
        "warnings": 33,
        "cap_violations": 0,
    },
    "min_path": {
        "min_path_cells": 5,
        "min_to": "out[7]",
        "min_path_type": "input pin to primary output",
        "min-delay-start": "in[3]",
    },
    "run_status": {
        "run_status": "completed",
    },
    "cts": {
        "cts_hold_buf": 0,
    },
}
[worst min-delay path, stage by stage]
cell,delay [ns]
dlymetal6s2s_1,0.11
or4_4,0.15
o21ai_2,0.06
xnor2_1,0.11
clkbuf_2,0.09
[worst max-delay path by stage]
stage / start / endpoint / slack [ns]
final: in[4] / out[8] / 0.05
after global routing: in[1] / out[4] / 0.0003
after CTS: in[1] / out[6] / -0.21
[layer usage]
layer	track usage (%)	vias up
met5	0	-
met1	2.109	112
li1	-	132
met4	0	0
met2	4.254	10
met3	0.7955	0
[final cells by class]
cell class / instances / area share (%)
tap: 46 / 11.86
inverter: 2 / 1.546
multi-input combinational: 20 / 38.40
timing repair buffer: 27 / 48.20
[power by group through the flow]
stage         logic [mW]  clock network [mW]  registers, mW
CTS               0.0733                   0              0
global route      0.0790                   0              0
finish            0.0716                   0              0
[per-stage QoR]
stage | utilization [%] | setup TNS [ns] | cell area [µm²] | worst slack, ns
finish | 14.21 | 0 | 485.5 | 0.04671
global route | 14.21 | 0 | 485.5 | 0.0002813
CTS | 14.07 | -0.2051 | 480.5 | -0.2051
detailed placement | 13.55 | -1.384 | 462.9 | -0.3071
global placement | 13.55 | -1.276 | 462.9 | -0.3178
floorplan | - | 0 | 176.4 | 0.7330
[layout by cell type, fill, tap and decap left out, drive strengths merged]
cell and instances:
dlygate4sd2 7, ha 1, clkdlybuf4s50 7, o41ai 1, inv 2, xnor2 6, clkbuf 2, dlymetal6s2s 2
or3 1, o31ai 1, mux2i 1, or4 1, buf 9, nand2 2, o21ai 4, nand2b 2
[cell families (layout without fill, tap and decap cells)]
logic type      after synthesis  in the layout  synth area share [%]
compound gates                6              6                 22.70
xor+xnor                      6              6                 29.79
simple gates                  6              6                 24.11
buf+inv                       4             29                 10.64
fa+ha+maj                     1              1                 7.091
mux                           1              1                 5.674
[repair_timing]
action | in CTS | in global routing
buffers inserted | 1 | 0
gates cloned | 0 | 0
endpoints found under the hold margin | 0 | 0
setup endpoints to repair | 7 | 5
gates resized | 12 | 9
pin swaps | 6 | 5
Power figures rest on the tool's default switching activity, not on a simulated workload.
