$ cat flow/config.mk
export PLATFORM = sky130hd
export DESIGN_NAME = decoder_5to32
export DESIGN_NICKNAME = decoder_5to32
export VERILOG_FILES = /design/flow/design.v
export SDC_FILE = /design/flow/constraint.sdc
export NUM_CORES = 4
export LEC_CHECK = 1
export CORE_AREA = 10 10 70 70
export DIE_AREA = 0 0 80 80
$ cat flow/constraint.sdc
current_design decoder_5to32

set clk_period 2.1
set clk_io_pct 0.2

create_clock -name clk0 -period $clk_period

set non_clock_inputs [all_inputs -no_clocks]
set_input_delay [expr $clk_period * $clk_io_pct] -clock clk0 $non_clock_inputs
set_output_delay [expr $clk_period * $clk_io_pct] -clock clk0 [all_outputs]
$ cat flow/design.v
module decoder_5to32
(
    input  logic [4:0]   in, 
    input  logic         val,  
    output logic [31:0]  out
);
    logic [31:0]  out_tmp;
    always_comb begin
        casez (in)
            5'b00000: out_tmp = 32'b10000000000000000000000000000000;
            5'b00001: out_tmp = 32'b01000000000000000000000000000000;
            5'b00010: out_tmp = 32'b00100000000000000000000000000000;
            5'b00011: out_tmp = 32'b00010000000000000000000000000000;
            5'b00100: out_tmp = 32'b00001000000000000000000000000000;
            5'b00101: out_tmp = 32'b00000100000000000000000000000000;
            5'b00110: out_tmp = 32'b00000010000000000000000000000000;
            5'b00111: out_tmp = 32'b00000001000000000000000000000000;
            5'b01000: out_tmp = 32'b00000000100000000000000000000000;
            5'b01001: out_tmp = 32'b00000000010000000000000000000000;
            5'b01010: out_tmp = 32'b00000000001000000000000000000000;
            5'b01011: out_tmp = 32'b00000000000100000000000000000000;
            5'b01100: out_tmp = 32'b00000000000010000000000000000000;
            5'b01101: out_tmp = 32'b00000000000001000000000000000000;
            5'b01110: out_tmp = 32'b00000000000000100000000000000000;
            5'b01111: out_tmp = 32'b00000000000000010000000000000000;
            5'b10000: out_tmp = 32'b00000000000000001000000000000000;
            5'b10001: out_tmp = 32'b00000000000000000100000000000000;
            5'b10010: out_tmp = 32'b00000000000000000010000000000000;
            5'b10011: out_tmp = 32'b00000000000000000001000000000000;
            5'b10100: out_tmp = 32'b00000000000000000000100000000000;
            5'b10101: out_tmp = 32'b00000000000000000000010000000000;
            5'b10110: out_tmp = 32'b00000000000000000000001000000000;
            5'b10111: out_tmp = 32'b00000000000000000000000100000000;
            5'b11000: out_tmp = 32'b00000000000000000000000010000000;
            5'b11001: out_tmp = 32'b00000000000000000000000001000000;
            5'b11010: out_tmp = 32'b00000000000000000000000000100000;
            5'b11011: out_tmp = 32'b00000000000000000000000000010000;
            5'b11100: out_tmp = 32'b00000000000000000000000000001000;
            5'b11101: out_tmp = 32'b00000000000000000000000000000100;
            5'b11110: out_tmp = 32'b00000000000000000000000000000010;
            5'b11111: out_tmp = 32'b00000000000000000000000000000001;
            default:  out_tmp = 32'bxxxxxxxxxxxxxxxxxxxxxxxxxxxxxxxx;
        endcase
    end
    always_comb begin
        if (val) begin
            out = out_tmp;
        end else begin
            out = 0;
        end
    end
endmodule
$ cat flow/run.sh
#!/bin/bash
# OpenROAD 26Q1-2900-gdf79404cd8, Yosys 0.63+post, stock flow scripts
make -C /OpenROAD-flow-scripts/flow DESIGN_CONFIG=/design/flow/config.mk WORK_HOME=/design/flow/orfs finish
==> reports/summary.txt <==
Final Util = 26.74%
Worst Setup SP = in[2]
first-pass GRT wire length = 2.656 mm
leakage power = 0.5065 nW
run status = completed
max_cap viols = 0
CP max FO = 3
VDD IR max = 0.00002250 V
via count = 512
Log Warnings = 32
Flop area = 0 um^2
WL per Instance = 12.21 um
Die ar. = 0.006400 mm^2
vias in the first global route = 471
endpoints failing setup = 0
top cells by count, synth = 32 x nor2_1, 3 x clkbuf_1, 3 x nand4b_1, 3 x nand4bb_1, 2 x nand2b_1
Inst Count DP = 138
Worst setup endpoint = out[30]
total track usage = 5.154%
DR vias/cell = 3.436
final hold slack = 1451 ps
yosys warns = 1
remaining global-route overflow = 0
Top area cell types = nor2_1 51%, nand4bb_1 14%, nand4b_1 11%
post-layout minimum cycle time = 2062 ps
Worst EP arrival = 1640 ps
GPL Wtd Cong = 0.7613
ANT nets after route = 0
Fin. Hold Viols = 0
Top Ports = 38
# diodes = 0
Clock buffer cells = 0
area figure in the yosys stat output = 234.0 um^2
area grow syn2layout = 290.4%
Syn Std Cell Area = 234.0 um^2
Port Buf Inserts = 38
share of layout cells above drive strength 1 = 35.92%
DIE HEIGHT = 80 um
cell taking the most area after synthesis = nor2_1
Hold-fix buffers, CTS = 0
Core Box Area = 0.003416 mm^2
PD cells = 99.33 mW/mm^2
Pins Over Slew Limit = 0
Layout Cells excl Fill = 149
Syn Area/Cell = 4.978 um^2
crit path DRT = 1680 ps
Slew HR = 86.63%
Synth Seq Share = 0%
Crit. End Element = primary output
yosys cell count = 47
DP HPWL = 1.453 mm
Max-area cell share = 51.34%
FP Util = 6.850%
post-synth cell types = 9
Syn Inst Count = 47
flop count = 0
area of placed instances = 735.7 um^2
Design Area, Final = 913.4 um^2
fmax = 485.1 MHz
Fill cells = 377
critical path startpoint category = input pin
drt initial violations = 21
fin crit share = 98.17%
largest net degree at the start of global routing = 9
Worst-Margin Slew = 200.6 ps
antenna violations before repair = 0
HP Class = in -> out
Total Power = 0.00009073 W
die width = 80 um
drt first pass iters = 4
drt drc = 0
top-count cell post-synth = nor2_1
# rows = 21
Worst Setup Path Type = in -> out
Total Wirelength = 1.820 mm
[per-stage QoR]
stage | setup WS [ps] | TNS, ps
2_1_floorplan | 652.0 | 0
3_3_place_gp | -300.7 | -6760
3_5_place_dp | -335.7 | -7423
4_1_cts | 0.2388 | 0
5_1_grt | -18.74 | -22.76
6_report | 38.38 | 0
[what timing repair did]
item / in CTS / in global routing
setup buffers: 5 / 6
gates resized: 33 / 16
pin swaps: 15 / 11
endpoints found under the setup margin: 32 / 21
endpoints found under the hold margin: 0 / 0
[critical path, cell delays in order]
cell	delay, ps
clkdlybuf4s15_1	210
or4b_4	560
buf_4	150
nor2_1	90
dlygate4sd2_1	210
[power breakdown]
group | total [W] | switching [W] | internal, W | leakage, nW
Clock | 0 | 0 | 0 | 0
Sequential | 0 | 0 | 0 | 0
Combinational | 0.0000907 | 0.0000387 | 0.0000520 | 0.506
[layer usage]
| metal | wire length (um) | GRT usage (%) | part of all wire (%) | vias to the layer above |
|---|---|---|---|---|
| li1 | - | - | - | 269 |
| met1 | 777 | 6.411 | 43 | 225 |
| met2 | 822 | 8.507 | 45 | 18 |
| met3 | 220 | 2.273 | 12 | 0 |
| met4 | 0 | 0 | 0 | 0 |
| met5 | 0 | 0 | 0 | - |
[cells by family (layout without fill, tap and decap cells)]
group	after synthesis	count (layout)	share of synthesized area, %
buffers and inverters	3	59	4.812
and+or+nand+nor	44	44	95.19
[layout make-up]
cell class / count / area [um^2] / area share, %
multi-input cells: 44 / 309.0 / 33.84
well taps: 46 / 57.56 / 6.301
repair buffers: 59 / 546.8 / 59.86
[cell usage in the layout (no fill, tap or decap), drive strengths merged]
cell,count
nor2,32
buf,21
dlygate4sd2,15
clkdlybuf4s50,12
dlymetal6s2s,7
nand4bb,3
nand4b,3
clkdlybuf4s15,3
nand2b,2
or4b,1
nand2,1
or2,1
nand4,1
clkbuf,1
[worst min path at each step]
stage / slack [ps] / start / end / depth (start not counted)
finish: 1450 / in[3] / out[22] / 5
global route: 1510 / in[3] / out[22] / 5
CTS: 1480 / in[3] / out[29] / 4
Power and IR drop assume default switching activity.
